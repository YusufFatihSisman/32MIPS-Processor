--- /design/flow/constraint.sdc ---
current_design or32

set clk_period 1.0
set clk_io_pct 0.2

create_clock -name clk0 -period $clk_period

set non_clock_inputs [all_inputs -no_clocks]
set_input_delay [expr $clk_period * $clk_io_pct] -clock clk0 $non_clock_inputs
set_output_delay [expr $clk_period * $clk_io_pct] -clock clk0 [all_outputs]
--- /design/flow/config.mk ---
export PLATFORM = sky130hd
export DESIGN_NAME = or32
export DESIGN_NICKNAME = or32
export VERILOG_FILES = /design/flow/design.v
export SDC_FILE = /design/flow/constraint.sdc
export NUM_CORES = 4
export LEC_CHECK = 1
export CORE_AREA = 10 10 70 70
export DIE_AREA = 0 0 80 80
--- /design/flow/run.sh ---
#!/bin/bash
# OpenROAD 26Q1-2900-gdf79404cd8, Yosys 0.63+post, stock flow scripts
make -C /OpenROAD-flow-scripts/flow DESIGN_CONFIG=/design/flow/config.mk WORK_HOME=/design/flow/orfs finish
--- /design/flow/design.v ---
module or32(res, a, b);
	input [31:0] a, b;
	output [31:0] res;
	or o0(res[0], a[0], b[0]);
	or o1(res[1], a[1], b[1]);
	or o2(res[2], a[2], b[2]);
	or o3(res[3], a[3], b[3]);
	or o4(res[4], a[4], b[4]);
	or o5(res[5], a[5], b[5]);
	or o6(res[6], a[6], b[6]);
	or o7(res[7], a[7], b[7]);
	or o8(res[8], a[8], b[8]);
	or o9(res[9], a[9], b[9]);
	or o10(res[10], a[10], b[10]);
	or o11(res[11], a[11], b[11]);
	or o12(res[12], a[12], b[12]);
	or o13(res[13], a[13], b[13]);
	or o14(res[14], a[14], b[14]);
	or o15(res[15], a[15], b[15]);
	or o16(res[16], a[16], b[16]);
	or o17(res[17], a[17], b[17]);
	or o18(res[18], a[18], b[18]);
	or o19(res[19], a[19], b[19]);
	or o20(res[20], a[20], b[20]);
	or o21(res[21], a[21], b[21]);
	or o22(res[22], a[22], b[22]);
	or o23(res[23], a[23], b[23]);
	or o24(res[24], a[24], b[24]);
	or o25(res[25], a[25], b[25]);
	or o26(res[26], a[26], b[26]);
	or o27(res[27], a[27], b[27]);
	or o28(res[28], a[28], b[28]);
	or o29(res[29], a[29], b[29]);
	or o30(res[30], a[30], b[30]);
	or o31(res[31], a[31], b[31]);
endmodule
==> results.txt <==
Results of the implementation run.

The number of remaining DRC errors came out at 0. The starting density of the core is just under 6%. Max-cap violations in this run came to 0. The horizontal extent of the die came out at 80 um. The total core area came out at roughly 0.0034 mm^2. The sum of negative setup slack came out at 0 ns.

The top cell type's share of synthesized area came out at 100%. STA classifies the critical path endpoint as a primary output. The final timing summary puts the cycle share of the worst path at about 97%. For this run, the register share of the synthesized area comes to 0%. Derived from the worst setup path, the maximum achievable clock frequency is 1030 MHz.

Hold is met by roughly 0.74 ns. The number of hold-slack violations in the final timing report is 0. The final design instance area without fill is 978 um^2. The count of non-filler cells in the finished layout is 174.

The final layout contains routed wiring with a total length of 2180 um. The utilization after layout is 28.6%. The boundary pin count came out at roughly 96. The full die area is 0.00640 mm^2. The per-instance average area after synthesis came out at approximately 6.3 um^2. The vertical die size is 80 um. In the final layout, the share of cells above drive strength 1 is 25.0%. The number of max-slew violations in the final report came out at 0. After detailed routing, the average wire length per cell comes to 12.5 um. The analysis attributes to cell leakage a power of just under 0.5 nW. The routed layout has 560 vias. The remaining number of nets flagged by the antenna check after routing came out at 0. Per the cell usage report, the commonest logic cells after layout are dlygate4sd2_1, or2_1, buf_2. The largest fanout on the critical path came out at 1. The synthesized instance count came out at 32. The final layout contains a sequential cell count of 0.

The wire length of the first global-routing pass came out at 3330 um. The global routing report lists combined usage of all routing layers as under 10%. The cell taking the most area after synthesis is or2_1. The final weighted congestion of routability-driven global placement came out at 0.758.

Setup repair after global routing left no endpoint under its margin. The total tool warning count came out at 32. The initial antenna violation count is 0. The number of synthesis warnings is 0. The global-route congestion overflow total is 0.

The run finished with clean final reports. The worst setup path is launched from a primary input. The area added between synthesis and finish came out at 389%. The ratio of total power to cell area is 250 mW/mm^2. The number of standard cells reported by yosys is 32. Counting I/O delays and the setup requirement, the final critical path takes approximately 0.97 ns. By area the synthesized netlist is led by or2_1. The first detailed-routing pass took 2 iterations. The most common logic cell in the final layout is dlygate4sd2_1. The actual slew at the worst max-slew pin is ~0.056 ns.

The worst hold path passes through 3 cells. Setup violations remaining at the end of the flow were counted as 0. The number of global-route vias before repair is 657. The routed design ends up with an antenna cell count of 0. The yosys synthesis chip area came out at 200 um^2. Per the STA report, the cell with the highest stage delay on the worst path is or2_1. The start point of the worst min-delay path is a[5]. Entering global routing, the biggest net connects 2 pins. The mapped netlist covers 200 um^2. The critical path goes through dlygate4sd2_1 -> or2_1 -> buf_2. The instance area after placement came out at about 0.0012 mm^2.

The arrival time of the worst setup path is between 0.7 and 0.8 ns. VDD sags by at most 79.9 uV. The worst setup slack before clock tree synthesis came out at -0.461 ns. The count of filler cells inserted in the layout came out at 412. The hold buffer count at CTS came out at 0.

The worst relative slew slack came out at 96.3%. The row count came out at 21. The number of distinct library cell variants in the gate-level netlist after synthesis came out at 1. STA shows the worst min-delay path finishing at res[5].

STA puts the critical path data required time at 0.80 ns. The overall power is 245 uW. The detailed-route vias per instance came out at 3.22. The cell count after placement came out at 174. The class of the tightest hold or removal check is primary input to primary output.

The maximum cell stage delay along the critical path came out at 0.23 ns. The total of clock buffers placed in the layout is 0. The half-perimeter wire length after detailed placement is ~2100 um. The startpoint-to-endpoint class of the critical path is primary input to primary output. Input and output buffers added on the ports amount to 96. The starting DRC count in detailed routing came out at 4.

The worst path meets setup with roughly 0.033 ns of slack. The combined flip-flop and latch cell area is 0 um^2.
[cell families (layout without fill, tap and decap cells)]
family	Yosys count	count (layout)	share of synthesized area (%)
AND/OR/NAND/NOR	32	32	100
buffers and inverters	0	96	0
[timing repair]
action / 4_1_cts / 5_1_grt
setup endpoints to repair: 32 / 0
buffers inserted: 0 / 0
gates resized: 161 / 0
[how the worst max path moves through the flow]
stage         startpoint      end  slack [ns]
CTS                a[22]  res[22]        0.02
global route       a[25]  res[25]       0.001
finish             a[22]  res[22]        0.03
[critical path: cells and delay by family]
family / cells / cell delay (ns)
simple gates: 1 / 0.23
buf+inv: 2 / 0.34
[cell usage after synthesis]
library cell  instances
or2_1                32
[where the power goes]
group / switching [mW] / internal [mW] / leakage, nW
registers: 0 / 0 / 0
logic: 0.0493 / 0.195 / 0.495
clock network: 0 / 0 / 0
total: 0.0493 / 0.195 / 0.495
[area by class of cell]
class | count | area, um^2 | share of cell area (%)
Multi-Input combinational cell | 32 | 200 | 20.5
Tap cell | 46 | 57.6 | 5.88
Timing Repair Buffer | 96 | 721 | 73.7
[layer usage]
metal,track usage [%],part of all wire (%)
met3,3.75,15
met1,6.39,32
met4,0,0
met5,0,0
met2,11.5,52
No activity file was given, so power comes from the tool's default toggle rates.
