File: ./run.sh
#!/bin/bash
# OpenROAD 26Q1-2900-gdf79404cd8, Yosys 0.63+post, stock flow scripts
make -C /OpenROAD-flow-scripts/flow DESIGN_CONFIG=/design/flow/config.mk WORK_HOME=/design/flow/orfs finish
File: ./config.mk
export PLATFORM = sky130hd
export DESIGN_NAME = and32
export DESIGN_NICKNAME = and32
export VERILOG_FILES = /design/flow/design.v
export SDC_FILE = /design/flow/constraint.sdc
export NUM_CORES = 4
export LEC_CHECK = 1
export CORE_AREA = 10 10 70 70
export DIE_AREA = 0 0 80 80
File: ./constraint.sdc
current_design and32

set clk_period 1.0
set clk_io_pct 0.2

create_clock -name clk0 -period $clk_period

set non_clock_inputs [all_inputs -no_clocks]
set_input_delay [expr $clk_period * $clk_io_pct] -clock clk0 $non_clock_inputs
set_output_delay [expr $clk_period * $clk_io_pct] -clock clk0 [all_outputs]
File: ./design.v
module and32(res, a, b);
	input [31:0] a, b;
	output [31:0] res;
	and a0(res[0], a[0], b[0]);
	and a1(res[1], a[1], b[1]);
	and a2(res[2], a[2], b[2]);
	and a3(res[3], a[3], b[3]);
	and a4(res[4], a[4], b[4]);
	and a5(res[5], a[5], b[5]);
	and a6(res[6], a[6], b[6]);
	and a7(res[7], a[7], b[7]);
	and a8(res[8], a[8], b[8]);
	and a9(res[9], a[9], b[9]);
	and a10(res[10], a[10], b[10]);
	and a11(res[11], a[11], b[11]);
	and a12(res[12], a[12], b[12]);
	and a13(res[13], a[13], b[13]);
	and a14(res[14], a[14], b[14]);
	and a15(res[15], a[15], b[15]);
	and a16(res[16], a[16], b[16]);
	and a17(res[17], a[17], b[17]);
	and a18(res[18], a[18], b[18]);
	and a19(res[19], a[19], b[19]);
	and a20(res[20], a[20], b[20]);
	and a21(res[21], a[21], b[21]);
	and a22(res[22], a[22], b[22]);
	and a23(res[23], a[23], b[23]);
	and a24(res[24], a[24], b[24]);
	and a25(res[25], a[25], b[25]);
	and a26(res[26], a[26], b[26]);
	and a27(res[27], a[27], b[27]);
	and a28(res[28], a[28], b[28]);
	and a29(res[29], a[29], b[29]);
	and a30(res[30], a[30], b[30]);
	and a31(res[31], a[31], b[31]);
endmodule
==> results.ini <==
[finish]
area_growth_pct=388.7
clock_buffers=0
post-route-cell-area_sq_um=978.4
seq_area_sq_um=0
drive_gt1_share_pct=25.00
fin_cells=174
flop-count=0
utilization_pct=28.64

[logic_synthesis]
adder_share_pct=0
ys_cells=32
synth_cell_types=1
yosys_warnings=0
ys_sh_mux_pct=0
ys_area_sq_um=200.2
ys_seq_share_pct=0
netlist_instances=32
syn_area_per_cell_sq_um=6.256
aoi_share_pct=0
xor_share_pct=0
ys_sh_simple_pct=100.0
topCombFamilyByArea=simple AND/OR/NAND/NOR gates
syn_area_sq_um=200.2

[worst_setup_path]
critical_path.top_delay_family=buffers and inverters
crit_chain=dlygate4sd2_1 -> and2_1 -> buf_2
cp.required_ns=0.80
worstSetupStartpoint=b[22]
path_class=in -> out
path_max_fanout=1
cp.arrival_ns=0.69
cp_num_buf_inv=2
startpoint_type=input pin
cp-end-kind=output port
slowest_stage=dlygate4sd2_1
max_stage_delay_ns=0.23

[grt]
grt_max_degree=2
grtUsageMet2_pct=11.24
grt_pass1_wl_mm=3.180
antenna_found_initial=0
grt-ovfl-total=0
first_global_vias=640
grt_use_total_pct=6.049
gr-usage-met1_pct=5.933
met3_usage_pct=3.636
busiest_layer=met2

[route]
drtIter0Drc=2
diodes=0
first_pass_iters=2
vias_per_cell=3.144
wl_per_cell_um=12.45
drt_wl_total_mm=2.167
antenna_left=0
drc_errors=0
vias=547

[floorplanning]
initial_utilization_pct=5.861
die_x_um=80
coreArea_sq_um=3416
core.rowCount=21
die_area_sq_um=6400
die_y_um=80
io_pins=96

[outcome]
status=finished, final reports clean

[place]
placedCellCount=174
place_area_sq_um=1219
port_buffers=96
dp_hpwl_mm=2.128
gp_congestion=0.7732

[timing]
fin_crit_ns=0.8865
slew_violations=0
fmax_ghz=1.128
rsz0062_at_grt=no
period_used_pct=88.65
slew_headroom_pct=96.25
setup_viol=0
final_hold_viol_count=0
worst_slew_pin_slew_ns=0.05626

[flow_run]
warnings=32
cap_violations=0

[pwr]
p_total_uw=246.4
p_leak_nw=0.5745
power.density_nw_per_um2=251.8
ir_drop_uv=72.71

[worst_hold_path]
hold_class=in -> out
hold_start=a[11]

[where the power goes]
part / total, mW / switching (mW) / internal [mW]
logic: 0.246 / 0.0485 / 0.198
clock network: 0 / 0 / 0
registers: 0 / 0 / 0
[kinds of logic (layout without fill, tap and decap cells)]
family,after synthesis,after routing
buffers and inverters,0,96
and+or+nand+nor,32,32
[area by class of cell]
type | instances | area [sq um]
tap | 46 | 57.56
timing repair buffer | 96 | 720.7
multi-input combinational | 32 | 200.2
fill | 420 | 2437
[layer usage]
layer	share of wire (%)	routed length, um	vias to the layer above
met5	0	0	-
met4	0	0	0
met3	15	330	0
met2	51	1113	43
met1	33	722	216
li1	-	-	288
[cell usage in the layout (no fill, tap or decap), drive strengths merged]
cell type    count
dlygate4sd2     64
and2            32
buf             32
[repair_timing]
item	4_1_cts	5_1_grt
setup endpoints to repair	32	0
endpoints found under the hold margin	0	0
hold buffers	0	0
resized	161	0
setup buffers	0	0
[final timing paths]
check | cells after the start | slack (ns) | endpoint
hold / removal | 3 | 0.76 | res[11]
setup / recovery | 3 | 0.11 | res[22]
[synthesized netlist by cell type]
cell type / number / share of area, %
and2_1: 32 / 100
[per-stage QoR]
stage	setup slack (ns)	TNS, ns	hold WS (ns)
2_1_floorplan	0.4864	0	0.4719
3_5_place_dp	-0.4723	-13.97	1.317
5_1_grt	0.08779	0	0.7833
3_3_place_gp	-0.4671	-13.80	1.322
6_report	0.1135	0	0.7642
4_1_cts	0.1025	0	0.7682
[tightest hold or removal path, cell delays in order]
cell           delay [ns]
dlygate4sd2_1        0.18
and2_1               0.10
buf_2                0.08
Power figures rest on the tool's default switching activity, not on a simulated workload.
