==> flow/design.v <==
module xor32(res, a, b);
	input [31:0] a, b;
	output [31:0] res;
	xor xo0(res[0],a[0], b[0]);
	xor xo1(res[1],a[1], b[1]);
	xor xo2(res[2], a[2], b[2]);
	xor xo3(res[3], a[3], b[3]);
	xor xo4(res[4], a[4], b[4]);
	xor xo5(res[5], a[5], b[5]);
	xor xo6(res[6], a[6], b[6]);
	xor xo7(res[7], a[7], b[7]);
	xor xo8(res[8], a[8], b[8]);
	xor xo9(res[9], a[9], b[9]);
	xor xo10(res[10], a[10], b[10]);
	xor xo11(res[11], a[11], b[11]);
	xor xo12(res[12], a[12], b[12]);
	xor xo13(res[13], a[13], b[13]);
	xor xo14(res[14], a[14], b[14]);
	xor xo15(res[15], a[15], b[15]);
	xor xo16(res[16], a[16], b[16]);
	xor xo17(res[17], a[17], b[17]);
	xor xo18(res[18], a[18], b[18]);
	xor xo19(res[19], a[19], b[19]);
	xor xo20(res[20], a[20], b[20]);
	xor xo21(res[21], a[21], b[21]);
	xor xo22(res[22], a[22], b[22]);
	xor xo23(res[23], a[23], b[23]);
	xor xo24(res[24], a[24], b[24]);
	xor xo25(res[25], a[25], b[25]);
	xor xo26(res[26], a[26], b[26]);
	xor xo27(res[27], a[27], b[27]);
	xor xo28(res[28], a[28], b[28]);
	xor xo29(res[29], a[29], b[29]);
	xor xo30(res[30], a[30], b[30]);
	xor xo31(res[31], a[31], b[31]);
endmodule
==> flow/run.sh <==
#!/bin/bash
# OpenROAD 26Q1-2900-gdf79404cd8, Yosys 0.63+post, stock flow scripts
make -C /OpenROAD-flow-scripts/flow DESIGN_CONFIG=/design/flow/config.mk WORK_HOME=/design/flow/orfs finish
==> flow/config.mk <==
export PLATFORM = sky130hd
export DESIGN_NAME = xor32
export DESIGN_NICKNAME = xor32
export VERILOG_FILES = /design/flow/design.v
export SDC_FILE = /design/flow/constraint.sdc
export NUM_CORES = 4
export LEC_CHECK = 1
export CORE_AREA = 10 10 70 70
export DIE_AREA = 0 0 80 80
==> flow/constraint.sdc <==
current_design xor32

set clk_period 1.0
set clk_io_pct 0.2

create_clock -name clk0 -period $clk_period

set non_clock_inputs [all_inputs -no_clocks]
set_input_delay [expr $clk_period * $clk_io_pct] -clock clk0 $non_clock_inputs
set_output_delay [expr $clk_period * $clk_io_pct] -clock clk0 [all_outputs]
==> reports/results.txt <==
Post-synthesis instance area: 280 um^2
Largest logic family: XOR/XNOR gates
I/O pin total: 96
Mapped Cells: 32
Core Box Area: 0.00342 mm^2
Chip area in the Yosys report: 280 um^2
First-pass GRT wire length: 3.52 mm
Drt drc: 0
Area grow syn2layout: 278%
Minimum clock period after layout: 0.922 ns
Max frequency: 1080 MHz
DR pass1 iterations: 2
PD cells: 348 mW/mm^2
Max_cap viols: 0
Vias: 587
Synth top cell by count: xor2_1
CP Max Fanout: 1
Port buffer count: 96
Ao+oa area frac: 0%
Top cell area share: 100%
Tot GR Track Use: 6.60%
Status: completed
Setup crit end kind: output pin
Cycle use final: 92.2%
Arrival time of the worst setup path: 0.72 ns
Ys Warns: 0
Adders+Majority by Area: 0%
Synth mux share: 0%
RSZ-0062 raised after global routing: false
1st-iter DRT viols: 2
Placer Congestion: 0.781
Pins Over Slew Limit: 0
Max_slew headroom: 91.1%
Post-CTS sizing: 161
Largest net degree at the start of global routing: 2
Top cells by area: xor2_1
Chip Area: 0.00640 mm^2
Initial antenna violation count: 0
Tool warnings: 32
Vias in the first global route: 691
Worst Setup Path Type: in -> out
Ant. Diodes: 0
Grt total ovfl: 0
Drt wl/cell: 13.2 um
Crit path DRT: 0.80 ns
Area leader, netlist: xor2_1
Post-route cell area: 0.00106 mm^2
# setup viols final: 0
Final HPWL DP: 2.24 mm
Share of cells above drive strength 1: 25.0%
Post-route ant nets: 0
Placed cell area: 0.00130 mm^2
Register area share after synthesis: 0%
Cell leakage power: 0.000599 uW
Worst-Margin Slew: 0.133 ns
Flops: 0
Die Span Y: 80 um
Die X: 80 um
Synth unique cells: 1
Yosys cell count: 32
Syn_area_per_cell: 8.76 um^2
Xor and xnor area share after synthesis: 100%
Cts-stage hold buffer count: 0
Hold Crit Class: in -> out
Seq. cell area: 0 um^2
Routed WL: 2.29 mm
Final Hold Viols: 0
Vias/cell: 3.37
Fp util: 8.21%
Worst vdd ir: 0.111 mV
Top post-synthesis cells by count: xor2_1
Total power: 368 uW
And+or+nand+nor area frac: 0%
# rows: 21
Post-CTS setup buffer count: 0
Critical path startpoint category: primary input
Clock buffer count: 0
==> power breakdown <==
group / leakage [uW] / internal (uW) / switching [uW]
Clock: 0 / 0 / 0
Sequential: 0 / 0 / 0
Combinational: 0.000599 / 259 / 110
==> cell families after synthesis <==
family,Yosys count
xor gates and xnor gates,32
==> metrics by stage <==
| step | setup TNS (ns) | setup WS [ns] | cells | hold WS (ns) | util [%] |
|---|---|---|---|---|---|
| 6_report | 0 | 0.0783 | 174 | 0.763 | 31.0 |
| 5_1_grt | 0 | 0.0364 | 174 | 0.785 | 31.0 |
| 4_1_cts | 0 | 0.0528 | 174 | 0.768 | 31.0 |
| 3_5_place_dp | -16.50 | -0.569 | 174 | 1.33 | 38.0 |
| 3_3_place_gp | -16.28 | -0.570 | 174 | 1.34 | 38.0 |
| 2_1_floorplan | 0 | 0.481 | 32 | 0.425 | - |
==> path summary, 6_finish.rpt <==
check,from,end,cells after the start
worst max-delay path,a[7],res[7],3
worst min-delay path,b[15],res[15],3
==> critical path: stages <==
cell,delay [ns]
dlygate4sd2_1,0.24
xor2_1,0.16
buf_2,0.13
==> per-layer routing <==
layer	global-route usage, %	wire length, um	vias to the layer above
li1	-	-	288
met1	7.71	803	256
met2	11.5	1210	43
met3	2.95	275	0
met4	0	0	0
met5	0	0	-
==> cell usage in the layout, fill, tap and decap left out, drive strengths merged <==
master       netlist  routed
dlygate4sd2        0      64
xor2              32      32
buf                0      32
==> cell type report <==
class                      count  area, um^2
fill                         407        2360
timing repair buffer          96         721
multi-input combinational     32         280
tap                           46        57.6
Power is estimated from default activity; no workload was simulated.
